--- /design/flow/config.mk ---
export PLATFORM = sky130hd
export DESIGN_NAME = CounterFSM
export DESIGN_NICKNAME = CounterFSM
export VERILOG_FILES = /design/flow/design.v
export SDC_FILE = /design/flow/constraint.sdc
export NUM_CORES = 4
export LEC_CHECK = 1
export CORE_UTILIZATION = 30
--- /design/flow/constraint.sdc ---
current_design CounterFSM

set clk_period 3.6
set clk_io_pct 0.2

create_clock -name clk0 -period $clk_period [get_ports {clk}]

set non_clock_inputs [all_inputs -no_clocks]
set_input_delay [expr $clk_period * $clk_io_pct] -clock clk0 $non_clock_inputs
set_output_delay [expr $clk_period * $clk_io_pct] -clock clk0 [all_outputs]
--- /design/flow/design.v ---
`timescale 1ns / 1ps
module CounterFSM(
    input logic clk,
    input logic reset,
    input logic [27:0]countHold,
    input logic T1,
    input logic T2,
    input logic T3,
    output logic [27:0] countOut
    );
    enum logic [1:0] { S0= 0 , S1 , S2 , S3} State , NextState ; 
    logic [27:0]countNext ;
    always_ff @(posedge clk) begin 
        if(reset) begin
             countOut <= 'd0 ;
             State <= S0; 
        end  else  
            State <= NextState ;
            countOut <= countNext ; 
    end
    always_comb begin 
        case(State)
            S0: 
                begin 
                    if(T1)
                        NextState <= S1 ;
                    else if(T2)
                        NextState <= S3 ;
                    else 
                        NextState <= S0 ;   
                end 
            S1:
                begin
                    if(T3)
                        NextState <= S2 ;
                    else
                        NextState <= S1 ; 
                    end
            S3: begin 
                    if(T3)
                        NextState <=S2 ;
                    else
                        NextState <=S3 ;
                end
            S2:
                begin
                    if(T1)
                        NextState <= S1 ;
                    else if(T2)
                        NextState <=S3 ;
                    else 
                        NextState <=S2 ;
                end 
        endcase 
    end
    always_comb begin 
        countNext = 'd0 ;  
         case(State)
            S1:
                begin
                        countNext <= countOut +'d1 ; 
                    end
            S3: begin 
                    if(countHold >= 'd149999999) begin 
                        countNext <= countOut +'d1 ; 
                    end
                end
        endcase 
    end
endmodule
--- /design/flow/run.sh ---
#!/bin/bash
# OpenROAD 26Q1-2900-gdf79404cd8, Yosys 0.63+post, stock flow scripts
make -C /OpenROAD-flow-scripts/flow DESIGN_CONFIG=/design/flow/config.mk WORK_HOME=/design/flow/orfs finish
==> impl_metrics.ini <==
; implementation run metrics
[clock_tree]
cts_tree = done
cts_setup_buffers = 0
clk_latency_ns = 0.28
cts.hold.buffers_added = 0
cts_resized = 0
cts_buffer_depth = 2
numCtsBuffers = 5
cts_sinks = 32
htreeDepth = 2
root_buffer = clkbuf_8
clkTransAtPathRegs_ns = 0.06

[sta]
skew_ns = 0.00305
relSlewSlack = 0.603
finalHoldViolations = 0
fin_crit_sh = 0.618
setup_violations = 0
worst_slack_ns = 1.38
slew_violations = 0
max_freq_ghz = 0.450
worstMarginPinSlew_ns = 0.591
finalCriticalPeriod_ns = 2.22
rsz0062_at_grt = false
setup_tns_ns = 0

[grt]
busiest_layer = met2
first_global_vias = 1282
grt_first_pass_wirelength_microns = 5480
antenna_found_initial = 0
globalRouteOverflowTotal = 0
grtUsageTotal = 0.133
grt_max_degree = 29
grt_util_met3 = 0.0428
grt_use_met1 = 0.193
use_met2 = 0.204

[die]
ioPinCount = 61
coreArea_sq_mm = 0.00469
die_area_sq_mm = 0.00515
die_h_microns = 71.8
rows = 25
initial_utilization = 0.311
fp.dieW_microns = 71.8

[cells_and_area]
stdcell_count = 279
drive_above_1_share = 0.0667
fill_cells = 461
area_growth_pct = 49.8
comb_area_sq_um = 773
lay_top_count = clkdlybuf4s50_1
stdcell_area_sq_mm = 0.00219
lay_top_cells = 60 x clkdlybuf4s50_1, 32 x dfxtp_1, 29 x nor2_1
register_area_sq_um = 641

[yosys]
synthMuxAreaShare = 0
yosys-stat-area_sq_mm = 0.00146
yosys_warnings = 1
yosysCellCount = 160
synth-edff-count = 0
top_logic_kind = simple AND/OR/NAND/NOR gates
ys_seq_elements = 32
synth.cellmix.adderShare = 0.00857
synth_area_sq_mm = 0.00146
synth-async-reset-ratio = 0
aoi_share = 0.0574
synth_xor_xnor_area_share = 0.156
synth.cellmix.simpleShare = 0.308
ff_type = dfxtp_1
ys_types = 32
synthCells = 160
avgSynthCellArea_sq_um = 9.13
ys_seq_frac = 0.439

[critical_path]
cp-end-kind = register
required_ns = 3.76
cp.arrival_ns = 2.38
startpoint_type = input pin
crit_path_max_fanout = 28
critical_path_class = in2reg

[pwr]
power_leakage_nw = 0.757
p_clk_frac = 0.397
power.total_w = 0.000699
powerDensity_mw_per_mm2 = 320
sw_frac_of_total = 0.207
comb_power_share = 0.085
peakVddDrop_v = 0.000115
p_int_w = 0.000554
pwr-share-seq = 0.518
switchingPower_w = 0.000145

[routing]
n_antenna_cell = 0
ant_nets = 0
vias = 1324
viasPerCell = 4.75
wl_per_cell_microns = 11.0
drc = 0
first_iter_violations = 74
wl_microns = 3070
drtPass1Iterations = 4

[run_status]
status = finished, final reports clean

[placement]
portBuffers = 60
post-place-cells = 271
place_area_sq_mm = 0.00210
place_worst_setup_slack_ns = 1.07
place.gp.congestion = 0.726
dp_hpwl_microns = 2230

[run]
warnings = 25
cap_violations = 0

[hold_path]
hold_path_class = reg2reg
==> sequential cells by signal (all words and copies together), names as in the netlist <==
signal	cells
State	4
countOut	28
==> per-layer routing <==
metal  wire (microns)  share of wire
met5                0              0
met1             1440           0.47
met4               29         0.0095
met3              267          0.087
met2             1330           0.43
==> worst paths after layout <==
check                     from      endpoint  slack, ns  cells past startpoint
setup / recovery  countHold[8]   countOut[8]       1.38                      7
hold / removal        State[1]      State[1]       0.47                      2
setup reg to reg   countOut[2]  countOut[25]       1.87                      5
hold reg to reg       State[1]      State[1]       0.47                      2
==> cell usage after synthesis, types with 2 or more instances <==
master     n  area share
nand2b_1   2      0.0086
a21oi_1    3       0.010
and4_1     2       0.012
buf_6      3       0.023
xor2_1    18        0.11
nand4_1   12       0.051
inv_1      2      0.0051
and3_1     3       0.013
dfxtp_1   32        0.44
xnor2_1    8       0.048
nor2_2     4       0.017
nand3_1   13       0.045
nand2_1   10       0.026
nor2_1    29       0.075
o21ai_0    2      0.0069
==> logic make-up (layout without fill, tap and decap cells) <==
kind of cell	after synthesis	after routing
AND-OR/OR-AND	12	12
XOR/XNOR	26	26
adder cells (fa/ha/maj)	1	1
buffers and inverters	6	71
flip-flops	32	32
AND/OR/NAND/NOR	83	83
==> power groups by stage <==
stage | clock network (W) | registers (W) | logic, W
global route | 0.000303 | 0.000363 | 0.0000655
finish | 0.000277 | 0.000362 | 0.0000594
CTS | 0.000285 | 0.000362 | 0.0000603
==> critical path: stages <==
cell             delay, ns
clkdlybuf4s50_1       0.44
a2111oi_2             0.36
o21ai_1               0.11
a41oi_1               0.22
o31a_1                0.14
buf_4                 0.30
nor2_1                0.09
==> cell type report <==
cell class                 instances  share of cell area
timing repair buffer              61               0.278
clock buffer                       8              0.0412
inverter                           2             0.00343
sequential                        32               0.293
multi-input combinational        122               0.354
tap                               54              0.0309
==> metrics by stage <==
stage	util	hold slack (ns)
2_1_floorplan	-	0.426
3_3_place_gp	0.447	0.459
3_5_place_dp	0.447	0.463
4_1_cts	0.466	0.474
5_1_grt	0.466	0.495
6_report	0.466	0.474
Power is estimated from default activity; no workload was simulated.
