### /design/flow/design.v
`timescale 1ns / 1ps
module AnodeController(
    input logic [2:0] CountAN,
    output logic [7:0] Anodo
    );
    always_comb begin 
        case(CountAN)
                3'd7:
                    Anodo <= ~8'b10000000;
                3'd6:
                    Anodo <= ~8'b01000000 ;
                3'd5:
                    Anodo <= ~8'b00100000;
                3'd4:
                    Anodo <= ~8'b00010000;
                3'd3:
                    Anodo <= ~8'b00001000 ;
                3'd2:
                    Anodo <= ~8'b00000100;
                3'd1:
                    Anodo <= ~8'b00000010;
                3'd0:
                    Anodo <= ~8'b00000001;
        endcase
    end
endmodule
`timescale 1ns / 1ps
module BCD(
    input logic sw,
    input logic [2:0] CountAN,
    output logic [6:0]Segment 
    );
    always_comb begin 
        if(sw==0) begin
            case(CountAN)
                3'd7:
                    Segment <= ~7'b1110011;   
                3'd6:
                    Segment <= ~7'b1110111;   
                3'd5:
                    Segment <= ~7'b1111000;  
                3'd4:
                    Segment <= ~7'b1010000 ;   
                3'd3:
                    Segment <= ~7'b0000110  ; 
                3'd2:
                    Segment <= ~7'b1011000 ;  
                3'd1:
                    Segment <= ~7'b0000110  ;  
                3'd0:
                    Segment <= ~7'b1011100 ;  
            endcase
        end 
        else begin 
              case(CountAN)
                3'd7:
                    Segment <= ~7'b1011000 ;   
                3'd6:
                    Segment <= ~7'b1110111;   
                3'd5:
                    Segment <= ~7'b1010000;  
                3'd4:
                    Segment <= ~7'b1010000 ;  
                3'd3:
                    Segment <= ~7'b1110111;  
                3'd2:
                    Segment <= ~7'b1101101 ;  
                3'd1:
                    Segment <= ~7'b1011000 ;  
                3'd0:
                    Segment <= ~7'b1011100 ;  
            endcase
        end
    end
endmodule
`timescale 1ns / 1ps
module Main(
    input logic CLK100MHZ, BTNC,
    input logic SW,
    output logic [6:0]SEG,
    output logic [7:0]AN
    );
    logic clkDiv60 ;
    logic [2:0] contador; 
    clock_divider #(640) clkdiv(
        .clk_in(CLK100MHZ),
        .clk_out(clkDiv60)
    ); 
    counter #(3) ContadorAN(
        .clk(clkDiv60),
        .reset(BTNC),
        .count(contador)
    );
    AnodeController controller(
        .CountAN(contador),
        .Anodo(AN)
    );
    BCD display(
        .sw(SW),
        .CountAN(contador),
        .Segment(SEG)
    );
endmodule
`timescale 1ns / 1ps
module clock_divider #( parameter FREC=3)
 (input logic clk_in ,
  output logic clk_out = 0); 
    localparam COUNTER_MAX=(100_000_000/(2*FREC));
    localparam DELAY_WIDTH = $clog2(COUNTER_MAX);
    logic [DELAY_WIDTH-1:0] counter = 'd0;
  always_ff @(posedge clk_in) begin
    if (counter == COUNTER_MAX-1) begin
        counter = 'd0;
        clk_out = ~clk_out;
    end else begin
        counter = counter + 'd1;
        clk_out = clk_out;
    end
    end
endmodule
`timescale 1ns / 1ps
module counter #(parameter N=3)(
    input logic clk, reset,
    output logic [N-1:0] count
    );
    always_ff @(posedge clk) begin
        if(reset)
            count <= 'b0;
        else
            count <= count + 1;
    end
endmodule
### /design/flow/run.sh
#!/bin/bash
# OpenROAD 26Q1-2900-gdf79404cd8, Yosys 0.63+post, stock flow scripts
make -C /OpenROAD-flow-scripts/flow DESIGN_CONFIG=/design/flow/config.mk WORK_HOME=/design/flow/orfs finish
### /design/flow/constraint.sdc
current_design Main

set clk_period 4.1
set clk_io_pct 0.2

create_clock -name clk0 -period $clk_period [get_ports {CLK100MHZ}]

set non_clock_inputs [all_inputs -no_clocks]
set_input_delay [expr $clk_period * $clk_io_pct] -clock clk0 $non_clock_inputs
set_output_delay [expr $clk_period * $clk_io_pct] -clock clk0 [all_outputs]
### /design/flow/config.mk
export PLATFORM = sky130hd
export DESIGN_NAME = Main
export DESIGN_NICKNAME = Main
export VERILOG_FILES = /design/flow/design.v
export SDC_FILE = /design/flow/constraint.sdc
export NUM_CORES = 4
export LEC_CHECK = 1
export CORE_AREA = 10 10 99 99
export DIE_AREA = 0 0 109 109
==> run_results.csv <==
group,metric,value,unit
final_layout,syn2layout_area_growth,22.2,%
setup_path,cp_slowest_cell,"clkdlybuf4s50_1",
sta,setup_tns,0,ps
global_routing,first_global_vias,918,
synth,ys_types,30,
sta,min_period,3040,ps
pwr,p_total,0.329,mW
synth,ys.flops,40,
pwr,leakagePower,0.675,nW
route,routed_wl,2330,µm
die,die_y,109,µm
synth,synth_stat.cells,149,
route,dr.first_iter.drc_count,20,
setup_path,worst_setup_path_start_kind,"input port",
sta,finClkSkew,3.68,ps
final_layout,regArea,811,µm²
sta,unclocked_pins,22,
global_routing,grt_max_degree,24,
clock_network,clock_path_buffers,2,
min_path,hp-start,"clkdiv.counter[0]",
pwr,powerDensity,183,nW/µm²
setup_path,r2r_start,"clkdiv.counter[0]",
setup_path,critPathMaxStageDelay,620,ps
die,dieArea,11900,µm²
clock_network,cts_buffers,3,
route,routed_via_density,3.66,
place,numPortBuffers,17,
global_routing,grt_remaining_overflow,0,
sta,hold_viol_final,0,
final_layout,drive_above_1_share,0.0606,
sta,setup_viol,0,
place,detailed_place_hpwl,1780,µm
route,vias,977,
die,ios,18,
clock_network,root_buffer,"clkbuf_8",
setup_path,cpLargestDelayFamily,"buffers and inverters",
status,outcome,"completed",
die,num_rows,32,
final_layout,n_fill_cell,818,
final_layout,logic_area,599,µm²
synth,syn_inst,149,
synth,syn_area,1470,µm²
route,ant_nets,0,
synth,yosysWarnings,4,
clock_network,postCtsSetupRepairBufs,0,
global_routing,grt.total_usage,0.0394,
sta,unconstrained_endpoints,30,
clock_network,cts_tree,"done",
clock_network,post_cts_resized,0,
route,drtPass1Iterations,4,
setup_path,worstPathArrival,2220,ps
die,floorplan.core_util,0.190,
clock_network,h-tree-depth,1,
pwr,peakVddDrop,0.222,mV
sta,max_freq,0.329,GHz
place,gp_congestion,0.793,
sta,period_used_share,0.742,
die,coreArea,7730,µm²
synth,yosysSeqAreaShare,0.552,
sta,maxSlewViolCount,0,
sta,rsz0062_at_grt,"no",
run,warnings,26,
global_routing,antenna_found_initial,0,
clock_network,path_clk_slew,70,ps
min_path,hp-class,"reg -> reg",
sta,slew_headroom,0.552,
setup_path,path_max_fanout,8,
die,die_w,109,µm
run,drv_cap,0,
setup_path,end_kind,"primary output",
clock_network,insertion_delay,250,ps
setup_path,crit_type,"in -> out",
global_routing,grt_pass1_wl,4010,µm
synth,syn_avg_cell_area,9.85,µm²
setup_path,crit_start,"SW",
route,drcViolationCount,0,
synth,yosys-stat-area,1470,µm²
sta,worstMarginPinSlew,669,ps
clock_network,ctsHoldBuffers,0,
route,avgRoutedWirePerCell,8.74,µm
route,antennaDiodeCount,0,
setup_path,cp_data_required_time,3280,ps
setup_path,worstPathCellList,"clkdlybuf4s50_1 > mux2_2 > clkdlybuf4s50_1",
setup_path,cpMostUsedCell,"clkdlybuf4s50_1",
setup_path,cp_num_buf_inv,2,
## cell usage in the layout (no fill, tap or decap), drive strengths merged
| master | n |
|---|---|
| nand2 | 15 |
| nor3 | 4 |
| nor4 | 2 |
| nor4b | 1 |
| nand2b | 1 |
| inv | 8 |
| or4b | 1 |
| a21o | 1 |
| o21ai | 5 |
| edfxtp | 1 |
| nor2b | 4 |
| maj3 | 1 |
| clkdlybuf4s50 | 17 |
| xnor2 | 12 |
| nand4 | 6 |
| nor2 | 16 |
| clkbuf | 4 |
| and3 | 3 |
| a21oi | 1 |
| ha | 3 |
| nand3 | 9 |
| xor2 | 6 |
| o21a | 1 |
| dfxtp | 39 |
| and4 | 1 |
| mux2 | 3 |
## metrics by stage
stage	setup slack, ps	instances	instance area (µm²)	hold slack [ps]	utilization
floorplan	1910	149	1470	448	-
global placement	1060	263	1740	472	0.225
detailed placement	1050	263	1740	479	0.225
CTS	1050	267	1790	494	0.232
global route	1010	267	1790	515	0.232
finish	1060	267	1790	495	0.232
## path summary, 6_finish.rpt
check	to	slack [ps]	cells after the start
worst max-delay path	SEG[2]	1060	3
worst min-delay path	clkdiv.counter[0]	490	1
worst max register to register	clkdiv.clk_out	2200	5
worst min register to register	clkdiv.counter[0]	490	1
## cell usage after synthesis
master    count  area share
or4b_1        1      0.0068
maj3_1        1      0.0068
nor4b_1       1      0.0060
nor3_2        1      0.0068
edfxtp_1      1       0.020
buf_6         1      0.0077
a21oi_1       1      0.0034
inv_2         1      0.0026
inv_1         7       0.018
xor2_1        6       0.036
mux2_2        3       0.023
dfxtp_1      39        0.53
o21ai_0       5       0.017
nor3_1        3       0.010
ha_1          3       0.026
nor2b_1       4       0.017
clkbuf_1      3      0.0077
and4_1        1      0.0060
xnor2_1      12       0.072
o21a_1        1      0.0051
a21o_1        1      0.0051
nor4_1        2      0.0085
clkbuf_2      1      0.0034
and3_2        1      0.0051
and3_1        2      0.0085
nand2b_1      1      0.0043
nand3_1       9       0.031
nand4_1       6       0.026
nor2_1       16       0.041
nand2_1      15       0.038
## metal layers
layer  global-route usage  part of all wire  vias up
met2               0.0660              0.40       18
met3              0.00836             0.081        2
li1                     -                 -      523
met1               0.0536              0.52      434
met5                    0                 0        -
met4              0.00282            0.0043        0
## final cells by class
cell class	instances	area share
Multi-Input combinational cell	96	0.334
Tap cell	102	0.0712
Clock buffer	4	0.0307
Inverter	8	0.0167
Timing Repair Buffer	17	0.0949
Sequential cell	40	0.452
## cells by family (layout without fill, tap and decap cells)
logic type,Yosys count,after routing,share of synthesized area
adders and majority gates,4,4,0.0324
muxes,3,3,0.0230
DFF,40,40,0.552
AOI/OAI and AO/OA,8,8,0.0307
xor gates and xnor gates,18,18,0.107
and+or+nand+nor,63,63,0.215
buffers and inverters,13,29,0.0392
## where the power goes
group          leakage (nW)  internal (mW)  switching (mW)
Clock                0.0288         0.0851          0.0551
Sequential            0.330          0.177               0
Combinational         0.315        0.00718         0.00477
No activity file was given, so power comes from the tool's default toggle rates.
