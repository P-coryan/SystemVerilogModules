`design/flow/constraint.sdc`:
```
current_design TransitionGenerate

set clk_period 5.2
set clk_io_pct 0.2

create_clock -name clk0 -period $clk_period [get_ports {clk}]

set non_clock_inputs [all_inputs -no_clocks]
set_input_delay [expr $clk_period * $clk_io_pct] -clock clk0 $non_clock_inputs
set_output_delay [expr $clk_period * $clk_io_pct] -clock clk0 [all_outputs]
```
`design/flow/run.sh`:
```
#!/bin/bash
# OpenROAD 26Q1-2900-gdf79404cd8, Yosys 0.63+post, stock flow scripts
make -C /OpenROAD-flow-scripts/flow DESIGN_CONFIG=/design/flow/config.mk WORK_HOME=/design/flow/orfs finish
```
`design/flow/design.v`:
```
`timescale 1ns / 1ps
module TransitionGenerate(
    input logic clk,
    input logic reset,
    input logic ButtonHold , 
    output logic T1,
    output logic T2,
    output logic T3,
    output logic [27:0]countHold
    );
    always_ff @(posedge clk) begin 
        if(reset) begin 
            countHold <= 'd0 ; 
            T1 <= 'b0 ;
            T2 <= 'b0 ;
            T3 <= 'b0 ;
        end  else begin 
            if(ButtonHold) begin 
                countHold <= countHold + 'd1 ;
                if (countHold >= 'd99999999) begin 
                    T1 <= 'b0 ; 
                    T2 <= 'b1 ;
                    T3 <= 'b0 ;
                    if(countHold >= 'd149999999)begin 
                        countHold <= 'd99999999 ; 
                    end
                end 
            end else  begin 
                if (countHold < 'd99999999 && countHold > 'd0) begin 
                    T1 <= 'b1 ;
                    T2 <= 'b0 ;
                    T3 <= 'b0 ; 
                end else begin
                    T1 <= 'b0 ;
                    T2 <= 'b0 ;
                    T3 <= 'b1 ; 
                end
                countHold <='d0 ;
            end
        end
    end
endmodule
```
`design/flow/config.mk`:
```
export PLATFORM = sky130hd
export DESIGN_NAME = TransitionGenerate
export DESIGN_NICKNAME = TransitionGenerate
export VERILOG_FILES = /design/flow/design.v
export SDC_FILE = /design/flow/constraint.sdc
export NUM_CORES = 4
export LEC_CHECK = 1
export CORE_AREA = 10 10 100 100
export DIE_AREA = 0 0 110 110
```
==> summary.txt <==
Implementation progress

The flow ran to the end, and the final reports show no timing, DRC or antenna violations. The detailed-routing iteration count for the pre-antenna-repair pass stands at 4. The distinct cell type count after synthesis stands at 34. The worst pin sits at a relative slew slack of 0.538.

In this run the worst hold path is classified as register to register. Hold repair after CTS inserted 0 buffers. After floorplanning, the core was sized to cover about 8000 um^2.

The total setup violations reported at the end of the flow stands at 0. For reference, the final report shows the max-slew violation count at 0. The deepest level of the CTS H-tree stands at 2. The transition time at the pin with the least slew margin stands at 688 ps. The data required time at the worst endpoint stands at 4160 ps. The minimum period implied by the final worst setup slack stands at around 2400 ps.

The largest individual stage delay along the critical path comes from the cell sky130_fd_sc_hd__clkdlybuf4s50_1. The final HPWL from detailed placement stands at roughly 3500 um. The total number of placement rows stands at 32.

By startpoint and endpoint, the worst setup path is classified as register to primary output. The share of total power in sequential cells stands at 0.563. The die is 110 um wide.

Power comes to around 430 uW. In this run, CTS created clock tree buffers numbering 5. The post-CTS resize count stands at 0. The layout has between 800 and 900 filler cells.

The number of flops mapped to enable cells by yosys stands at 0. Of all nets on the critical path, the largest fanout is 10. The average via count per standard cell stands at around 4.8. Setup repair after global routing left no endpoint under its margin. In this run the count of I/O pins placed on the die edge is 34. Per the Yosys statistics, synthesis produced 189 cells.

For this run, the register share of the synthesized area comes to 0.380. Counting both buffers and inverters, the worst setup path holds a total of 1. The first-pass GRT wire length stands at roughly 7800 um. The net switching power figure stands at between 90 and 100 uW.

Per STA, the worst path accumulates the most delay in the family buffers and inverters. The setup TNS after final layout stands at 0 ps. The relative contribution of combinational cells to total power stands at 0.036. The power density of the placed cells stands at 200 nW/um^2. The global-route congestion overflow total stands at 0. On the worst path, the slowest cell contributes a delay of ~540 ps.

The number of global-route vias before repair is around 1,500. The max-cap check violation count stands at 0. The die height stands at 110 um. For this run, the chip area from Yosys synthesis comes to around 1600 um^2. The clock drives 31 sinks. The wire length reported by the detailed router stands at slightly below 5000 um. The die area stands at approximately 12,000 um^2. Per the run report, area growth between synthesis and finish was 30.9%. The clock insertion delay at the later pin of the skew report stands at roughly 280 ps.

The mean instance size in the synthesized netlist stands at about 8.6 um^2. The portion of total power attributed to the clock network stands at 0.401. The tally of buffers added on design ports stands at 33. For this run, the script counts the antenna cells in the layout as 0.

The cell sitting at the root of the clock tree is a sky130_fd_sc_hd__clkbuf_8. The worst path arrival time stands at around 1300 ps. The initial core utilization stands at 0.209.

The leakage power summed over all cells stands at a little under 0.0007 uW. In the final report, the number of hold violations comes to 0. Across the routed clock network, the largest skew measured is 3.79 ps. Per the gpl log, the routability congestion estimate is about 0.92. STA classifies the critical path endpoint as a primary output. For this run, design rule violations remaining after detail routing come to 0. The maximum achievable frequency stands at between 400 and 500 MHz.

The longest clock path from root to sink contains 2 buffers. In this run the cell area of the synthesized design comes to ~1600 um^2. The worst setup path is launched from a register. The number of antenna violations at the first check in global routing stands at 0.

Internal power comes to between 300 and 400 uW. Entering global routing, the biggest net connects 30 pins. Post-synth the commonest register cell is sky130_fd_sc_hd__dfxtp_1. Per the detail_route report, routed wire per instance is about 15 um.

The global routing usage summed across all routing layers stands at 0.0809. The proportion of register bits with asynchronous set or reset after synthesis stands at 0. For this run, the number of Yosys warnings is 1. The registers of the reported paths see a clock transition of 60 ps. The count of nets left with antenna violations once routing finished came out at 0.

At the end of the flow the core is filled with cells to 0.274. The routed layout has 1,547 vias. In this run, synthesis produced a sequential element count of 31. VDD sags by at most roughly 74 uV. For reference, the critical path cell chain is clkdlybuf4s50_1. Post-route period utilization is reported as 0.458. TritonCTS built the clock tree. The synthesized instance count stands at around 190.

The switching portion of total power comes to 0.214. The initial DRC count stands at approximately 85. Of the cells placed in the final design, the portion with a size suffix greater than 1 is 0.0901. The post-CTS setup repair buffer count stands at 0.

In this run the tools logged warnings totalling 26.
## per-stage QoR
step                      instance area (um^2)  setup WS [ps]  cells  hold slack, ps
after floorplan                           1630           3260    189             416
after detailed placement                  2060           2950    318             450
after global routing                      2140           2700    324             480
final                                     2140           2820    324             453
after CTS                                 2140           2810    324             460
after global placement                    2060           2950    318             450
## placed cells by master, fill, tap and decap left out, types with 10 or more instances in the layout
cell	synthesis	layout
sky130_fd_sc_hd__xor2_1	11	11
sky130_fd_sc_hd__nand4_1	12	12
sky130_fd_sc_hd__clkdlybuf4s50_1	0	33
sky130_fd_sc_hd__xnor2_1	12	12
sky130_fd_sc_hd__dfxtp_1	31	31
sky130_fd_sc_hd__a21oi_2	10	10
sky130_fd_sc_hd__nand2_1	10	10
sky130_fd_sc_hd__nor2_1	11	11
sky130_fd_sc_hd__nor3_1	14	14
sky130_fd_sc_hd__a21oi_1	10	10
## cell type report
type	instances	area [um^2]	share of cell area
multi-input combinational	145	947	0.443
clock buffer	6	72.6	0.0340
sequential	31	621	0.291
inverter	4	15.0	0.00703
timing repair buffer	36	353	0.165
tap	102	128	0.0598
## flip-flops by register name, indices dropped and copies added, names as in the netlist
register / cells
T3: 1
T2: 1
countHold: 28
T1: 1
## metal layers
metal / global-route usage / share of wire / up-vias
met5: 0 / 0 / -
li1: - / - / 768
met3: 0.0253 / 0.086 / 6
met2: 0.117 / 0.43 / 37
met4: 0.0139 / 0.0098 / 0
met1: 0.117 / 0.47 / 736
## Yosys cell counts, types with 2 or more instances
library cell / count / area (um^2)
sky130_fd_sc_hd__a2111oi_0: 2 / 17.5
sky130_fd_sc_hd__a211oi_1: 2 / 15.0
sky130_fd_sc_hd__a21oi_1: 10 / 50.1
sky130_fd_sc_hd__a21oi_2: 10 / 87.6
sky130_fd_sc_hd__a31oi_1: 2 / 12.5
sky130_fd_sc_hd__and2_1: 2 / 12.5
sky130_fd_sc_hd__and3_1: 6 / 37.5
sky130_fd_sc_hd__and4_1: 5 / 43.8
sky130_fd_sc_hd__buf_6: 2 / 22.5
sky130_fd_sc_hd__clkbuf_1: 7 / 26.3
sky130_fd_sc_hd__dfxtp_1: 31 / 621
sky130_fd_sc_hd__ha_1: 2 / 25.0
sky130_fd_sc_hd__inv_1: 4 / 15.0
sky130_fd_sc_hd__nand2_1: 10 / 37.5
sky130_fd_sc_hd__nand2b_1: 2 / 12.5
sky130_fd_sc_hd__nand3_1: 9 / 45.0
sky130_fd_sc_hd__nand4_1: 12 / 75.1
sky130_fd_sc_hd__nor2_1: 11 / 41.3
sky130_fd_sc_hd__nor3_1: 14 / 70.1
sky130_fd_sc_hd__nor4_1: 7 / 43.8
sky130_fd_sc_hd__o21ai_0: 2 / 10.0
sky130_fd_sc_hd__or2_2: 2 / 12.5
sky130_fd_sc_hd__or3_1: 3 / 18.8
sky130_fd_sc_hd__xnor2_1: 12 / 105
sky130_fd_sc_hd__xor2_1: 11 / 96.3
## power by group through the flow
stage	Combinational (uW)	Sequential [uW]	Clock, uW
after CTS	15.7	241	174
after global routing	17.7	241	184
final	15.3	241	171
## path summary, 6_finish.rpt
| kind | end | cells past startpoint | from | slack (ps) |
|---|---|---|---|---|
| min | T3 | 2 | T3 | 450 |
| max reg2reg | T1 | 5 | countHold[0] | 2980 |
| max | countHold[5] | 1 | countHold[5] | 2820 |
| min reg2reg | T3 | 2 | T3 | 450 |
## logic make-up (layout without fill, tap and decap cells)
family          after synthesis  in the layout  share of synthesized area
fa+ha+maj                     2              2                     0.0153
compound gates               33             33                      0.144
xor+xnor                     23             23                      0.123
buf+inv                      13             46                     0.0391
flops                        31             31                      0.380
simple gates                 87             87                      0.298
No activity file was given, so power comes from the tool's default toggle rates.
